$ cat ./run.sh
#!/bin/bash
# OpenROAD 26Q1-2900-gdf79404cd8, Yosys 0.63+post, stock flow scripts
make -C /OpenROAD-flow-scripts/flow DESIGN_CONFIG=/design/flow/config.mk WORK_HOME=/design/flow/orfs finish
$ cat ./config.mk
export PLATFORM = sky130hd
export DESIGN_NAME = Lab2_ex9
export DESIGN_NICKNAME = Lab2_ex9
export VERILOG_FILES = /design/flow/design.v
export SDC_FILE = /design/flow/constraint.sdc
export NUM_CORES = 4
export LEC_CHECK = 1
export CORE_AREA = 10 10 70 70
export DIE_AREA = 0 0 80 80
$ cat ./constraint.sdc
current_design Lab2_ex9

set clk_period 1.2
set clk_io_pct 0.2

create_clock -name clk0 -period $clk_period [get_ports {KEY}]

set non_clock_inputs [all_inputs -no_clocks]
set_input_delay [expr $clk_period * $clk_io_pct] -clock clk0 $non_clock_inputs
set_output_delay [expr $clk_period * $clk_io_pct] -clock clk0 [all_outputs]
$ cat ./design.v
module Lab2_ex9(SW,LEDR,LEDG,KEY);
	input [17:0] SW;
	output [17:0] LEDR;
	output [7:0] LEDG;
	input [3:0] KEY;
	assign LEDR=SW;
	Universal_shift_register DUT(.shift_control(SW[1]),.clk(KEY[0]), .rst(SW[2]),.d_in(SW[0]),.d_out(LEDG[7:0]));
	defparam DUT.N=8;
endmodule
module Universal_shift_register(clk,rst,shift_control,d_in,d_out);
        parameter N=7;
        input clk;  
        input rst;  
		input shift_control;
        input d_in;  
        output reg [N-1:0] d_out;  
        always @(posedge clk or posedge rst) begin
        if (rst) begin
                 d_out <= {N['b0]};
            end
        else
		    begin
			 if(shift_control) begin
                     d_out<={d_out[N-1:0],d_in};   
			 end
			 else   begin
			        d_out<={d_in,d_out[N-1:1]};   
			 end
			end
end
endmodule
==> node_exporter_impl.prom <==
# HELP chip_impl_metric Physical implementation figures
# TYPE chip_impl_metric gauge
chip_impl_info{name="criticalPathCategory",value="in2out"} 1
chip_impl_metric{name="synth_cells",unit=""} 36
chip_impl_info{name="crit_chain",value="dlygate4sd2_1 -> clkdlybuf4s50_1"} 1
chip_impl_metric{name="ant_nets",unit=""} 0
chip_impl_metric{name="power-per-cell-area",unit="mW/mm^2"} 1710
chip_impl_metric{name="yosys_area",unit="sq um"} 470
chip_impl_metric{name="cp_data_required_time",unit="ns"} 0.96
chip_impl_metric{name="clk_pin_slew_worst_paths",unit="ns"} 0.04
chip_impl_metric{name="post_synth_instance_area",unit="sq um"} 470
chip_impl_metric{name="ir_worst_vdd",unit="mV"} 0.502
chip_impl_metric{name="yosys.stat.seqShare",unit="%"} 42.6
chip_impl_metric{name="cap_viol_max_count",unit=""} 0
chip_impl_metric{name="grt.overflow.total",unit=""} 0
chip_impl_metric{name="setup_viol_count_final",unit=""} 0
chip_impl_metric{name="p_int",unit="mW"} 0.819
chip_impl_info{name="max_flop_register",value="DUT.d_out"} 1
chip_impl_metric{name="slew_worst_pin",unit="ns"} 0.296
chip_impl_metric{name="largest_reg_flops",unit=""} 8
chip_impl_metric{name="finalHoldViolations",unit=""} 0
chip_impl_metric{name="grt_first_pass_wirelength",unit="um"} 1370
chip_impl_metric{name="coreArea",unit="sq mm"} 0.00342
chip_impl_metric{name="seq_power_share",unit="%"} 40.1
chip_impl_metric{name="power_frac_clock",unit="%"} 16.0
chip_impl_metric{name="timing.slew.headroom",unit="%"} 80.2
chip_impl_metric{name="chipHeight",unit="um"} 80
chip_impl_metric{name="drt_drc_violations_left",unit=""} 0
chip_impl_metric{name="numPortBuffers",unit=""} 14
chip_impl_metric{name="tritoncts_num_sinks",unit=""} 8
chip_impl_info{name="hold_path_class",value="in2async"} 1
chip_impl_info{name="setup_repair_after_global_routing_missed_its_margin",value="false"} 1
chip_impl_metric{name="drt_first_iter_violations",unit=""} 1
chip_impl_metric{name="timing.clock.skew",unit="ns"} 0
chip_impl_info{name="worstSetupEndpointType",value="output port"} 1
chip_impl_info{name="cpLargestDelayFamily",value="buffers and inverters"} 1
chip_impl_info{name="cpMaxStageDelayCell",value="sky130_fd_sc_hd__clkdlybuf4s50_1"} 1
chip_impl_metric{name="ctsHoldBuffers",unit=""} 0
chip_impl_metric{name="crit_buf_inv",unit=""} 2
chip_impl_metric{name="power_leakage",unit="nW"} 0.304
chip_impl_info{name="cts_root_buf",value="sky130_fd_sc_hd__clkbuf_4"} 1
chip_impl_metric{name="firstDrtPassIters",unit=""} 2
chip_impl_metric{name="tool_warnings",unit=""} 50
chip_impl_metric{name="worst_ep_arrival_time",unit="ns"} 0.92
chip_impl_metric{name="cts.htree.levels",unit=""} 1
chip_impl_metric{name="placement.cell_area",unit="sq um"} 544
chip_impl_metric{name="post-route-cell-area",unit="sq um"} 601
chip_impl_metric{name="area.growth.synth_to_final",unit="%"} 27.7
chip_impl_metric{name="synth-warning-count",unit=""} 1
chip_impl_metric{name="n_antenna_cell",unit=""} 0
chip_impl_metric{name="vias_in_the_first_global_route",unit=""} 274
chip_impl_metric{name="placement_rows",unit=""} 21
chip_impl_metric{name="avgSynthCellArea",unit="sq um"} 13.1
chip_impl_metric{name="timing.final.crit_share",unit="%"} 96.7
chip_impl_metric{name="numSynthFlops",unit=""} 8
chip_impl_metric{name="netSwitchingFraction",unit="%"} 20.4
chip_impl_info{name="clock_tree_from_tritoncts",value="done"} 1
chip_impl_metric{name="cts_buffers",unit=""} 3
chip_impl_metric{name="floorplan.die_area",unit="sq mm"} 0.00640
chip_impl_metric{name="clk_latency",unit="ns"} 0.22
chip_impl_metric{name="critPathMaxFanout",unit=""} 2
chip_impl_metric{name="fp-utilization",unit="%"} 13.8
chip_impl_info{name="largest_registers",value="DUT.d_out x8"} 1
chip_impl_metric{name="drive_gt1_share",unit="%"} 46.5
chip_impl_metric{name="period_minus_slack",unit="ns"} 1.16
chip_impl_metric{name="final_max_slew_viol_count",unit=""} 0
chip_impl_metric{name="viasPerCell",unit=""} 2.69
chip_impl_metric{name="routed-via-count",unit=""} 239
chip_impl_info{name="run_status",value="complete, no violations"} 1
chip_impl_metric{name="place.gp.congestion",unit=""} 0.744
chip_impl_metric{name="die_x",unit="um"} 80
chip_impl_metric{name="grt_max_degree",unit=""} 9
chip_impl_metric{name="yosys-stat-cells",unit=""} 36
chip_impl_metric{name="antenna_found_initial",unit=""} 0
chip_impl_metric{name="p_sw",unit="mW"} 0.210
chip_impl_metric{name="netlist-cell-type-count",unit=""} 5
chip_impl_metric{name="global_route.usage.total",unit="%"} 2.86
chip_impl_info{name="crit_path_start_kind",value="input port"} 1
chip_impl_metric{name="fin_util",unit="%"} 17.6
chip_impl_metric{name="io_pins",unit=""} 48
chip_impl_metric{name="largest_stage_delay_worst_path",unit="ns"} 0.46
chip_impl_metric{name="detail_route.wirelength",unit="um"} 894
chip_impl_metric{name="ctsLongestPathBuffers",unit=""} 2
chip_impl_metric{name="route.detailed.wl_per_inst",unit="um"} 10.0
chip_impl_metric{name="filler_cell_count",unit=""} 395
chip_impl_metric{name="timing.fmax",unit="GHz"} 0.862
chip_impl_metric{name="comb_power_share",unit="%"} 43.9
-- worst paths after layout --
path	cells past startpoint	startpoint	slack [ns]	endpoint
worst max-delay path	2	SW[2]	0.04	LEDR[2]
worst min-delay path	3	SW[2]	0.22	DUT.d_out[1]
worst max register to register	2	DUT.d_out[1]	0.31	DUT.d_out[0]
worst min register to register	1	DUT.d_out[7]	0.50	DUT.d_out[6]
max in group asynchronous	3	SW[2]	0.75	DUT.d_out[7]
min in group clk0	0	SW[10]	0.48	LEDR[10]
-- cells in the mapped netlist (all sizes together) --
master | number | area share (%)
inv | 1 | 0.80
buf | 19 | 31
mux2 | 8 | 26
dfrtp | 8 | 43
-- area by class of cell --
class	count	area [sq um]	area share, %
Tap cell	46	57.6	9.58
Timing Repair Buffer	23	196	32.7
Inverter	1	3.75	0.625
Clock buffer	3	22.5	3.75
Multi-Input combinational cell	8	120	20.0
Sequential cell	8	200	33.3
-- power groups by stage --
stage	sequential [mW]	combinational (mW)	clock, mW
4_1_cts	0.415	0.467	0.214
5_1_grt	0.426	0.491	0.235
6_report	0.413	0.451	0.164
-- layer usage --
metal	GRT usage (%)	up-vias	share of wire, %
met5	0	-	0
met4	0.528	0	1.1
met3	2.50	4	15
met2	4.09	11	42
met1	3.17	110	41
li1	-	114	-
-- placed cells by master (no fill, tap or decap) --
cell / instances
sky130_fd_sc_hd__dlygate4sd2_1: 11
sky130_fd_sc_hd__buf_4: 9
sky130_fd_sc_hd__dfrtp_1: 8
sky130_fd_sc_hd__mux2_4: 8
sky130_fd_sc_hd__clkbuf_4: 3
sky130_fd_sc_hd__clkdlybuf4s50_1: 2
sky130_fd_sc_hd__inv_1: 1
sky130_fd_sc_hd__dlymetal6s2s_1: 1
-- through the flow --
step           hold WS [ns]  setup slack (ns)  cells  setup TNS [ns]  total power [mW]
6_report              0.223            0.0396     89               0              1.03
5_1_grt               0.225           0.00752     89               0              1.15
4_1_cts               0.202            0.0282     89               0              1.10
3_5_place_dp          0.480            -0.230     80           -1.85             0.842
3_3_place_gp          0.480            -0.234     80           -1.88             0.837
2_1_floorplan        0.0557             0.418     36               0             0.602
-- kinds of logic (layout without fill, tap and decap cells) --
family / after synthesis / count (layout) / synth area share, %
buffers and inverters: 20 / 27 / 31.9
multiplexers: 8 / 8 / 25.5
flip-flops: 8 / 8 / 42.6
-- timing repair --
action,in CTS,in global routing
pin swaps,0,0
setup buffers,6,0
setup endpoints to repair,11,1
resized,11,1
Power figures rest on the tool's default switching activity, not on a simulated workload.

--- ./design.v ---
module Lab2_task10(SW,LEDR,LEDG,KEY);
	input [17:0] SW;
	input [3:0] KEY;
	output [17:0] LEDR;
	output [7:0] LEDG;
	assign LEDR=SW;
	synchronous_counter DUT (.clk(KEY[0]),.rst_n(SW[1]),.up_down(SW[0]),.cnt(LEDG[7:0]));
	defparam DUT.N=8;
endmodule
module synchronous_counter (clk,rst_n,up_down,cnt);
	parameter N=4;
	input clk, rst_n;
	input up_down;
	output reg [N-1:0] cnt;
  always@(negedge clk or negedge rst_n) begin
    if(!rst_n) begin
      cnt <={N[0]};
    end
    else begin
      if(up_down) cnt <= cnt + 1'b1;
      else cnt <= cnt - 1'b1;
    end
  end
endmodule
--- ./run.sh ---
#!/bin/bash
# OpenROAD 26Q1-2900-gdf79404cd8, Yosys 0.63+post, stock flow scripts
make -C /OpenROAD-flow-scripts/flow DESIGN_CONFIG=/design/flow/config.mk WORK_HOME=/design/flow/orfs finish
--- ./config.mk ---
export PLATFORM = sky130hd
export DESIGN_NAME = Lab2_task10
export DESIGN_NICKNAME = Lab2_task10
export VERILOG_FILES = /design/flow/design.v
export SDC_FILE = /design/flow/constraint.sdc
export NUM_CORES = 4
export LEC_CHECK = 1
export CORE_AREA = 10 10 73 73
export DIE_AREA = 0 0 83 83
--- ./constraint.sdc ---
current_design Lab2_task10

set clk_period 2.8
set clk_io_pct 0.2

create_clock -name clk0 -period $clk_period [get_ports {KEY}]

set non_clock_inputs [all_inputs -no_clocks]
set_input_delay [expr $clk_period * $clk_io_pct] -clock clk0 $non_clock_inputs
set_output_delay [expr $clk_period * $clk_io_pct] -clock clk0 [all_outputs]
==> reports/results.tsv <==
metric	value	unit
Yosys Instances	62	
layout cells sized above 1	67.06	%
RePlAce Congestion	0.8256	
Slew @ Worst Pin	435.4	ps
fp util	16.51	%
final hold viol count	0	
LEAKAGE	0.4198	nW
RSZ-0062 raised after global routing	yes	
synthesized instance count	62	
largest net degree at the start of global routing	10	
CP endpoint kind	flop	
Cell Type Count	18	
final std cells w/o fill	133	
tool warnings	49	
critical path arrival	1760	ps
port bufs	12	
Die W	83	um
Post-DRT Antenna Nets	0	
status	finished with violations	
max reg flops	8	
# hold bufs at CTS	0	
placed cell area	800.8	sq um
Avg Synthesized Cell Area	9.969	sq um
core area	3744	sq um
cell count of the worst hold path	2	
met1 wire length	637	um
DRC viols	0	
final worst slack	-282.9	ps
YS warnings	1	
DR iter-0 viols	9	
total gr overflow	0	
GRT Total Usage	3.691	%
Buf/Inv on CP	3	
HP Class	flop to flop	
Top Metal Used	met3	
YS chip area	618.1	sq um
vias per cell	3.669	
sequential share of the synthesized area	32.39	%
initial antenna violation count	0	
Cell Count Post-Placement	121	
failing checks	negative setup slack	
Worst setup SP type	primary input	
clock skew	0	ps
IO Count	48	
delay of the slowest critical-path stage	350	ps
Vias	488	
Clk Latency, worst-skew pair	230	ps
H-tree level count	1	
CTS tree	yes	
Setup violations, final	6	
Worst VDD drop	0.2537	mV
Reg clk slew, reported paths	30	ps
Max-slew headroom	70.88	%
crit path cell chain	buf_8 > clkinvlp_4 > buf_12 > fa_2 > a21oi_2 > o211ai_1 > a21oi_1 > xnor2_1	
Top reg by flops	DUT.cnt	
R2R cell count	8	
Max Cap Viol	0	
DRT Wirelength	1448	um
critical path required time	1480	ps
Inserted Clock Buffers	3	
final instance area	998.5	sq um
number of synthesized register bits	8	
crit path kind	primary input to flop	
Synth Cell Area	618.1	sq um
die area	6889	sq um
met3 wire length	161	um
Clock Root Buffer	clkbuf_8	
routed wl met2	649	um
CP delay by family, top	AND-OR/OR-AND gates	
Sink Count	8	
first-pass detailed-route iteration total	2	
Die Y	83	um
top cells by area	dfrtn_1, buf_4, ha_1	
Top cell area share	32.39	%
Synth area leader	dfrtn_1	
Max clock buf depth	2	
DPL Wire Length	976.7	um
biggest regs	DUT.cnt x8	
Area Growth Syn to Fin	61.54	%
slowest CP cell	fa_2	
Cell Rows	22	
first-pass GRT wire length	2132	um
vias in the first global route	470	
critical path depth	8	
P per Cell Area	1067	nW/um^2
Worst Path Max Fanout	7	
fin util	26.67	%
Slew Limit Fails	0	
Avg WL per Cell	10.89	um
# diodes	0	
[synth_stat cells]
cell type	number
buf_4	18
dfrtn_1	8
ha_1	6
a21oi_1	5
xnor2_1	5
inv_1	3
nand2_1	3
nor2_1	3
o21ai_0	2
a211oi_1	1
a211oi_2	1
a21o_2	1
a41oi_2	1
fa_1	1
nor2b_1	1
o211ai_1	1
o21bai_1	1
xor2_1	1
[kinds of logic (layout without fill, tap and decap cells)]
kind of cell,count (synthesis),count (layout),synth area share [%]
compound gates,13,13,15.39
xor+xnor,6,6,8.502
fa+ha+maj,7,7,15.38
simple gates,7,7,4.656
flops,8,8,32.39
buf+inv,21,44,23.68
[layer usage]
layer	GRT usage [%]	vias up
li1	-	236
met1	4.056	237
met2	5.587	15
met3	3.051	0
met4	0.3077	0
met5	0	-
[placed cells by master, fill, tap and decap left out, drive strengths merged, types with 2 or more instances in the layout]
cell,synthesis,final
inv,3,2
o21ai,2,2
nand2,3,3
xnor2,5,5
clkdlybuf4s50,0,3
nor2,3,3
clkbuf,0,7
a211oi,2,2
ha,6,6
buf,18,31
dfrtn,8,8
a21oi,5,5
[per-stage QoR]
| stage | hold WS, ps | power [mW] | setup TNS [ps] | setup slack, ps |
|---|---|---|---|---|
| 6_report | 652.5 | 1.066 | -1082 | -282.9 |
| 5_1_grt | 699.3 | 1.176 | -1253 | -319.7 |
| 4_1_cts | 571.2 | 0.9597 | -1243 | -330.1 |
| 3_5_place_dp | 460.5 | 0.7799 | -6224 | -1004 |
| 3_3_place_gp | 447.7 | 0.7784 | -6173 | -997.3 |
| 2_1_floorplan | 361.7 | 0.4883 | -1346 | -336.4 |
[worst reg2reg max path: stages, from the launching register on]
cell and delay (ps):
dfrtn_1 330, buf_4 130, buf_4 120, buf_4 150
fa_2 370, a21oi_2 150, o211ai_1 120, a21oi_1 180
xnor2_1 90
[worst paths after layout]
check                      startpoint  slack [ps]    endpoint
hold reg to reg            DUT.cnt[1]         650  DUT.cnt[1]
setup reg to reg           DUT.cnt[0]        1010  DUT.cnt[6]
max in group asynchronous       SW[1]         540  DUT.cnt[4]
hold / removal             DUT.cnt[1]         650  DUT.cnt[1]
setup / recovery                SW[0]        -280  DUT.cnt[6]
min in group asynchronous       SW[1]        1930  DUT.cnt[1]
[repair_timing]
action	4_1_cts	5_1_grt
setup endpoints to repair	15	10
gates cloned	0	0
buffers inserted	3	6
resized	32	15
pin swaps	9	14
[where the power goes]
group          internal, mW  switching (mW)  total [mW]
clock                0.0915          0.0270       0.118
sequential            0.178          0.0251       0.203
combinational         0.451           0.294       0.745
total                 0.720           0.346        1.07
[cell type report]
| type | count | area, sq um |
|---|---|---|
| Inverter | 3 | 15.01 |
| Multi-Input combinational cell | 33 | 385.4 |
| Sequential cell | 8 | 200.2 |
| Clock buffer | 3 | 41.29 |
| Tap cell | 48 | 60.06 |
| Fill cell | 381 | 2745 |
| Timing Repair Buffer | 38 | 296.5 |
Power figures rest on the tool's default switching activity, not on a simulated workload.
